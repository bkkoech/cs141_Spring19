--- flow/design.v ---
`timescale 1ns / 1ps
`default_nettype none  
module adder_32_bit(A, B, Cout, Z);
	parameter N = 32;
	parameter Cin = 0;
	input wire [N-1:0] A, B;
	output wire [N-1:0] Z;
	output wire Cout;
	wire carrys [N:0];
	assign carrys[0] = Cin;
	generate
		genvar i;
		for (i = 0; i < N; i = i + 1) begin
			one_bit_full_adder adder_gen (.A(A[i]), .B(B[i]), .Cin(carrys[i]), .Cout(carrys[i+1]), .Z(Z[i]));
		end
	endgenerate
	assign Cout = carrys[N];
endmodule
`default_nettype wire  
`timescale 1ns / 1ps
`default_nettype none
module alu(X,Y,Z,op_code, equal, overflow, zero);
	parameter N = 32;
	input  wire [N-1:0] X;
	input  wire [N-1:0] Y;
	output wire [N-1:0] Z;
	input  wire [3:0] op_code;
	output wire equal, overflow, zero;
	wire [N-1:0] and_out, or_out, xor_out, nor_out, add_out, sub_out, slt_out, srl_out, sll_out, sra_out, reserved, not_connected;
	assign and_out = X & Y;  
	assign or_out = X | Y;  
	assign xor_out = X ^ Y;  
	assign nor_out = ~or_out;  
	adder_32_bit ADDER_0 (.A(X), .B(Y), .Cout(overflow), .Z(add_out));
	subtractor SUB_0 (.A(X), .B(Y), .Cout(overflow), .Z(sub_out));
	set_less_than SLT_0 (.X(X), .Y(Y), .Z(slt_out));
	assign srl_out = 'b0;  
	assign sll_out = 'b0;  
	assign sra_out = 'b0;  
	assign reserved = 'b0;  
	assign not_connected = 'b0;  
	assign equal = 1'b0;
	assign zero = 1'b0;
	mux_16to1 #(.Q(N)) MUX_0 (.A(and_out), .B(or_out), .C(xor_out), .D(nor_out) , .E(reserved), .F(add_out), .G(sub_out), .H(slt_out), .I(srl_out), .J(sll_out), .K(sra_out), .L(reserved) , .M(reserved), .N(reserved), .O(reserved), .P(reserved), .S(op_code), .Z(Z));
endmodule
`default_nettype wire  
`timescale 1ns / 1ps
`default_nettype none  
module mux_16to1(A,B,C,D,E,F,G,H,I,J,K,L,M,N,O,P,S,Z);
	parameter Q = 32;  
	input wire [Q-1:0] A,B,C,D,E,F,G,H,I,J,K,L,M,N,O,P;  
	input wire [3:0] S;  
	output wire [Q-1:0] Z;  
   wire [Q-1:0] mux_0_out , mux_1_out;
	mux_8to1 #(.N(Q)) MUX0 (.E(A) , .F(B) , .G(C), .H(D), .I(E), .J(F), .K(G), .L(H) , .S(S[2:0]), .Z(mux_0_out));  
	mux_8to1 #(.N(Q)) MUX1 (.E(I) , .F(J) , .G(K), .H(L), .I(M), .J(N), .K(O), .L(P) , .S(S[2:0]), .Z(mux_1_out));  
	mux_2to1 #(.N(Q)) MUX2 (.X(mux_0_out) , .Y(mux_1_out) , .S(S[3]), .Z(Z)) ;  
endmodule
`default_nettype wire  
`timescale 1ns / 1ps
`default_nettype none  
module mux_2to1(X,Y,S,Z);  
	parameter N = 32;  
	input wire [N-1:0] X, Y;  
	input wire S;  
	output wire [N-1:0] Z;  
	assign Z = S ? Y : X;  
endmodule  
`default_nettype wire  
`timescale 1ns / 1ps
`default_nettype none  
module mux_4to1(A,B,C,D,S,Z);
	parameter N = 32;  
	input wire [N-1:0] A,B,C,D;  
	input wire [1:0] S;  
	output wire [N-1:0] Z;  
   wire [N-1:0] mux_0_out , mux_1_out;
	mux_2to1 #(.N(N)) MUX0 (.X(A) , .Y(B) , .S(S[0]) , .Z(mux_0_out));
	mux_2to1 #(.N(N)) MUX1 (.X(C) , .Y(D) , .S(S[0]) , .Z(mux_1_out));
	mux_2to1 #(.N(N)) MUX2 (.X(mux_0_out) , .Y(mux_1_out) , .S(S[1]), .Z(Z));
endmodule
`default_nettype wire  
`timescale 1ns / 1ps
`default_nettype none  
module mux_8to1(E,F,G,H,I,J,K,L,S,Z);
	parameter N = 32;  
	input wire [N-1:0] E,F,G,H,I,J,K,L;  
	input wire [2:0] S;  
	output wire [N-1:0] Z;  
   wire [N-1:0] mux_0_out , mux_1_out;
	mux_4to1 #(.N(N)) MUX0 (.A(E) , .B(F) , .C(G), .D(H) , .S(S[1:0]), .Z(mux_0_out));  
	mux_4to1 #(.N(N)) MUX1 (.A(I) , .B(J) , .C(K), .D(L) , .S(S[1:0]), .Z(mux_1_out ));  
	mux_2to1 #(.N(N)) MUX2 (.X(mux_0_out) , .Y(mux_1_out) , .S(S[2]), .Z(Z)) ;  
endmodule
`default_nettype wire  
`timescale 1ns / 1ps
`default_nettype none  
module one_bit_full_adder(A, B, Cin, Cout, Z);
	input wire A, B, Cin;  
	output wire Z, Cout;  
	assign Z =  (A ^ B) ^ Cin; 
	assign Cout = (A & B) | (Cin &(A ^ B));  
endmodule
`default_nettype wire  
`timescale 1ns / 1ps
`default_nettype none  
module set_less_than(X,Y,Z);
	parameter N = 32;
	input wire [N-1:0] X, Y;
	output wire [N-1:0] Z;
	wire [N-1:0] C;
	subtractor #(.N(N)) SUB (.A(X), .B(Y), .Z(C));  
	assign Z = (~X[N-1] & ~Y[N-1] & C[N-1]) | (X[N-1] & ~Y[N-1]) | (X[N-1] & Y[N-1] & C[N-1]);
endmodule
`default_nettype wire  
`timescale 1ns / 1ps
`default_nettype none  
module subtractor(A, B, Cout, Z);
	parameter N = 32;
	input wire [N-1:0] A, B;
	output wire [N-1:0] Z;
	output wire Cout;
	adder_32_bit #(.Cin(1)) ADDER_1 (.A(A), .B(~B), .Cout(Cout), .Z(Z));
endmodule
`default_nettype wire  
--- flow/run.sh ---
#!/bin/bash
# OpenROAD 26Q1-2900-gdf79404cd8, Yosys 0.63+post, stock flow scripts
make -C /OpenROAD-flow-scripts/flow DESIGN_CONFIG=/design/flow/config.mk WORK_HOME=/design/flow/orfs finish
--- flow/config.mk ---
export PLATFORM = sky130hd
export DESIGN_NAME = alu
export DESIGN_NICKNAME = alu
export VERILOG_FILES = /design/flow/design.v
export SDC_FILE = /design/flow/constraint.sdc
export NUM_CORES = 4
export LEC_CHECK = 1
export CORE_UTILIZATION = 50
--- flow/constraint.sdc ---
current_design alu

set clk_period 25.8
set clk_io_pct 0.2

create_clock -name clk0 -period $clk_period

set non_clock_inputs [all_inputs -no_clocks]
set_input_delay [expr $clk_period * $clk_io_pct] -clock clk0 $non_clock_inputs
set_output_delay [expr $clk_period * $clk_io_pct] -clock clk0 [all_outputs]
==> changes_impl.md <==
### Changed

- Seq cells: 0
- Clock buf count: 0
- ANT nets after route: 0
- Met2 global-route usage: 39.3%
- Initial detailed-routing violation count: 120
- Sequential Area: 0 um2
- Post-layout instance count excluding filler cells: 643
- M3 GR Usage: 2.92%
- Total Wirelength: 9000 um
- Port Buffer Count: ~100
- Worst path arrival time: 18.64 ns
- Met1 usage: 36.5%
- Slew Limit Fails: 0
- Netlist cell types: 30
- Multiplexer share: 6.33%
- CP max-delay cell: clkdlybuf4s50_1
- Drt drc: 0
- Ant. Diodes: 0
- Basic Gates by Area: about a tenth
- CP Data Required Time: 20.64 ns
- Worst-margin pin slew: 0.735 ns
- First drt pass iteration count: 4
- Relative max-transition margin: 51.0%
- Most common cell in the synthesized netlist: inv_1
- Syn. warnings: 3
- Number of antenna violations at the first check in global routing: 0
- Chip Area, Yosys: 0.00411 mm2
- CP endpoint kind: output port
- Adder share: 50.0%
- Fmax: 0.0420 GHz
- Share of cells above drive strength 1: around 5.2%
- Hold buffer count at cts: 0
- DR WL/cell: approximately 14 um
- Largest net degree at the start of global routing: ~60
- Area of the die: around 0.0086 mm2
- Row count: 32
- List of most frequent post-synthesis cells: inv_1, ha_1, fa_1
- Setup_tns: 0 ns
- Startpoint Class: input pin
- Hold path cells: 5
- Post-cts sizing count: 0
- Log Warnings: roughly 67
- Number of global-route vias before repair: 3394
- Final Hold Slack: 11.30 ns
- Syn Area/Cell: between 8 and 9 um2
- Mapped Cells: 466
- FP Util: 52.4%
- Fill count: 679
- XOR/XNOR Area Share: 0.852%
- MaxCap Viol Count: 0
- CP max stage delay: 0.51 ns
- Number of standard cells reported by yosys: 466
- Final min period: about 24 ns
- Cell area leaders: fa_1, ha_1, inv_1, mux2i_1, a21oi_1
- Placed Cells: 643
- GRT Util Overall: 23.4%
- Setup WS post-layout: between 1.5 and 2 ns
- Critical path fanouts, max: 2
- Setup Buffers After CTS: 0
- Status: completed
- VDD IR-drop max: 0.00813 mV
- Gpl congestion: around 0.84
- Layout Area Growth over Synthesis: 24.2%
- Biggest area consumer among synthesized cells: fa_1
- Most used cell, CP: fa_1
- DIE HEIGHT: between 90 and 100 um
- Global-route wire length before repair: 15500 um
- # IOs: 103
- Max-area cell share: 30.2%
- Aoi share: 19.3%
- Leak: 0.00260 uW
- Class of the worst hold path: in2out
- RSZ-0062 raised after global routing: false
- Post-synth seq share: 0%
- Post-Syn Area: 0.00411 mm2
- Gr ovfl total: 0
- Grt peak-use layer: met2
- Final setup viols: 0
- Pre-CTS setup slack: 2.01 ns
- DR vias/cell: between 5 and 6
- Die W: 92.7 um
- Power Density: 17.0 mW/mm2
- Final Hold Vio Count: 0
- Total number of vias: 3368
- Critical path class: in2out
- Tcrit/Tclk final: slightly above 90%
- Main logic family: adder cells
- Hpwl dp: 6850 um
- Core Region: 0.00785 mm2
## report_power, final
part           internal (uW)  switching [uW]
Sequential                 0               0
Clock                      0               0
Combinational           45.0            41.9
## metrics by stage
stage	util [%]	power, uW	area [um2]
2_1_floorplan	-	53.6	4120
3_3_place_gp	65.1	86.0	5110
3_5_place_dp	65.1	87.6	5110
4_1_cts	65.1	88.1	5110
5_1_grt	65.1	101	5110
6_report	65.1	86.9	5110
## layer usage
metal | vias up | part of all wire (%) | routed length [um]
li1 | 1699 | - | -
met1 | 1590 | 48 | 4280
met2 | 79 | 48 | 4300
met3 | 0 | 4.6 | 418
met4 | 0 | 0 | 0
met5 | - | 0 | 0
## cells in the final DEF, fill, tap and decap left out, drive strengths merged
| master | instances |
|---|---|
| nor4 | 7 |
| o221a | 7 |
| fa | 62 |
| a21bo | 1 |
| conb | 2 |
| nor2b | 2 |
| nor2 | 21 |
| a31oi | 1 |
| xnor2 | 1 |
| nand2b | 10 |
| a21o | 1 |
| and3 | 7 |
| nand2 | 10 |
| mux2i | 26 |
| or2 | 10 |
| and4 | 1 |
| a221oi | 1 |
| a21oi | 48 |
| o221ai | 24 |
| o211a | 23 |
| inv | 101 |
| buf | 6 |
| clkdlybuf4s50 | 100 |
| xor2 | 3 |
| ha | 65 |
| nand3 | 1 |
## final timing paths
check	startpoint	end
max	X[0]	Z[0]
min	op_code[0]	Z[14]
## final cells by class
type | instances | area (um2) | share of cell area [%]
well taps | 102 | 128 | 2.50
multi-input cells | 334 | 3560 | 69.6
repair buffers | 106 | 1050 | 20.5
inverters | 101 | 379 | 7.42
## cells by family after synthesis
kind of cell | Yosys count
buffers and inverters | 133
adders and majority gates | 127
muxes | 26
AOI/OAI and AO/OA | 106
xor gates and xnor gates | 4
and+or+nand+nor | 69
other | 1
## worst max-delay path: cells and delay by family
kind / cells / cell delay [ns]
buffers and inverters: 6 / 1.22
adders and majority gates: 32 / 11.80
and+or+nand+nor: 1 / 0.07
AOI/OAI and AO/OA: 2 / 0.40
Power figures rest on the tool's default switching activity, not on a simulated workload.
