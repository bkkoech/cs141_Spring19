### /design/flow/run.sh
#!/bin/bash
# OpenROAD 26Q1-2900-gdf79404cd8, Yosys 0.63+post, stock flow scripts
make -C /OpenROAD-flow-scripts/flow DESIGN_CONFIG=/design/flow/config.mk WORK_HOME=/design/flow/orfs finish
### /design/flow/config.mk
export PLATFORM = sky130hd
export DESIGN_NAME = SUB
export DESIGN_NICKNAME = SUB
export VERILOG_FILES = /design/flow/design.v
export SDC_FILE = /design/flow/constraint.sdc
export NUM_CORES = 4
export LEC_CHECK = 1
export CORE_AREA = 10 10 87 87
export DIE_AREA = 0 0 97 97
### /design/flow/constraint.sdc
current_design SUB

set clk_period 23.9
set clk_io_pct 0.2

create_clock -name clk0 -period $clk_period

set non_clock_inputs [all_inputs -no_clocks]
set_input_delay [expr $clk_period * $clk_io_pct] -clock clk0 $non_clock_inputs
set_output_delay [expr $clk_period * $clk_io_pct] -clock clk0 [all_outputs]
### /design/flow/design.v
`timescale 1ns / 1ps
`default_nettype none  
module SUB(A, B, Cout, Z);
	parameter N = 32;
	input wire [N-1:0] A, B;
	output wire [N-1:0] Z;
	output wire Cout;
	adder_32_bit #(.Cin(1)) ADDER_1 (.A(A), .B(~B), .Cout(Cout), .Z(Z));
endmodule
`default_nettype wire  
`timescale 1ns / 1ps
`default_nettype none  
module adder_32_bit(A, B, Cout, Z);
	parameter N = 32;
	parameter Cin = 0;
	input wire [N-1:0] A, B;
	output wire [N-1:0] Z;
	output wire Cout;
	wire carrys [N:0];
	assign carrys[0] = Cin;
	generate
		genvar i;
		for (i = 0; i < N; i = i + 1) begin
			one_bit_full_adder adder_gen (.A(A[i]), .B(B[i]), .Cin(carrys[i]), .Cout(carrys[i+1]), .Z(Z[i]));
		end
	endgenerate
	assign Cout = carrys[N];
endmodule
`default_nettype wire  
`timescale 1ns / 1ps
`default_nettype none  
module one_bit_full_adder(A, B, Cin, Cout, Z);
	input wire A, B, Cin;  
	output wire Z, Cout;  
	assign Z =  (A ^ B) ^ Cin; 
	assign Cout = (A & B) | (Cin &(A ^ B));  
endmodule
`default_nettype wire  
==> Changelog: implementation <==
### Changed

* GRT Total Usage at 6.115%
* Critical path's slowest cell: clkdlybuf4s50_1
* RSZ-0062 raised after global routing: false
* Final WL at 2962 um
* Critical Path End Type: output pin
* Placed Cells at 266
* Most frequent cells in the layout: 97 x clkdlybuf4s50_1, 65 x inv_1, 31 x fa_1
* Critical Path Source: A[0]
* N_diodes at 0
* PD cells at 24.23 mW/mm^2
* Die Area at 0.009409 mm^2
* Yosys Instances at 129
* Residual DRC count at 0
* Vias per cell at 3.293
* Largest net degree at the start of global routing at 2
* Yosys stat area at 0.001117 mm^2
* Clk_buf instances at 0
* Core Area at 0.005642 mm^2
* Simple share at 0%
* Initial DRC count at 2
* Critical Path AT at 17.89 ns
* IO buf count at 97
* Non-Filler Instances at 266
* Max Cap Viol at 0
* Sequential Area at 0 um^2
* Tightest Pin Transition at 0.09942 ns
* Highest routed layer: met3
* Compound Share, Synth at 0%
* Outcome: complete, no violations
* Part of the cycle the worst path needs at 94.84%
* YS warnings at 1
* Cell mode on critical path: fa_1
* CTS Hold Bufs at 0
* Flip-flops at 0
* Min-Delay Startpoint: A[0]
* Register area share after synthesis at 0%
* Hold Worst Slack at 10.56 ns
* Synth Cell Area at 0.001117 mm^2
* Top cells by area: fa_1 56%, inv_1 22%, buf_4 22%
* Peak VDD IR at 0.009920 mV
* Boundary Pins at 97
* Mux share at 0%
* Largest logic family: adder cells
* Pleak at 0.0009613 uW
* Final min period at 22.67 ns
* Syn Inst Count at 129
* Layout-stage area growth over the synthesis result at 73.46%
* Worst setup path class: in -> out
* DR WL met3 at 690 um
* Xor/xnor share at 0%
* Post-DRT Antenna Nets at 0
* Die H at 97 um
* Synth Area in Adders at 56.66%
* Filler cells at 593
* FP Util at 19.80%
* GPL Wtd Cong at 0.8253
* CP startpoint kind: input pin
* Synthesized area per cell at 8.661 um^2
* Postcts setup bufs at 0
* Maximum clock frequency at 44.12 MHz
* Tool warnings at 32
* Relative slew slack at 93.35%
* Largest stage delay on the critical path at 0.45 ns
* Vias after detailed routing at 876
* Initial antenna violation count at 0
* # rows at 27
* DPL Wire Length at 2978 um
* Tot Pwr at 46.96 uW
* Cell taking the most area after synthesis: fa_1
* Routed wire per std cell at 11.14 um
* Area leader share at 55.54%
* Yosys cell types at 4
* Setup TNS at 0 ns
* Routed met2 length at 1087 um
* Total grt overflow at 0
* Critical Path RT at 19.12 ns
* Slew Limit Fails at 0
* Post-CTS resize count at 0
* Final Hold Vio Count at 0
* Wl on met1 at 1185 um
* Die x size at 97 um
* Vias in the first global route at 993
* Worst hold-check path type: in -> out
* Logic cell area at 633.1 um^2
* First-pass GRT wire length at 4816 um
* Setup violators final at 0
* Share of layout cells above drive strength 1 at 0%
* Worst-path maximum fanout at 1
* Most numerous logic cell after layout: clkdlybuf4s50_1
* Drt first pass iters at 2
[synthesized netlist by cell type (all sizes together)]
| cell type | instances |
|---|---|
| fa | 31 |
| buf | 32 |
| ha | 1 |
| inv | 65 |
[per-layer routing]
layer | track usage (%) | up-vias
met5 | 0 | -
met1 | 7.259 | 377
met3 | 5.587 | 0
li1 | - | 421
met4 | 0 | 0
met2 | 8.538 | 78
[path summary, 6_finish.rpt]
check | end | slack (ns) | cells after the start
hold / removal | Z[0] | 10.56 | 5
setup / recovery | Z[31] | 1.23 | 38
[critical path, delay by kind of cell]
kind	cells	cell delay [ns]
fa+ha+maj	32	11.97
buf+inv	6	1.12
[cell families after synthesis]
| group | after synthesis |
|---|---|
| buffers and inverters | 97 |
| adder cells (fa/ha/maj) | 32 |
[stage by stage]
step           util, %  instance area [um^2]  worst slack [ns]
6_report         34.35                  1938             1.233
5_1_grt          34.35                  1938            0.6956
4_1_cts          34.35                  1938             1.123
3_5_place_dp     34.35                  1938             1.122
3_3_place_gp     34.35                  1938             1.154
2_1_floorplan        -                  1117             2.343
[area by class of cell]
cell class / count / share of cell area [%]
multi-input cells: 32 / 32.67
well taps: 72 / 4.648
inverters: 65 / 12.59
repair buffers: 97 / 50.10
[report_power, final]
| part | internal (uW) | switching (uW) | total (uW) |
|---|---|---|---|
| Clock | 0 | 0 | 0 |
| Combinational | 33.7 | 13.2 | 47.0 |
| Sequential | 0 | 0 | 0 |
Power figures rest on the tool's default switching activity, not on a simulated workload.
