===== config.mk =====
export PLATFORM = sky130hd
export DESIGN_NAME = register_file
export DESIGN_NICKNAME = register_file
export VERILOG_FILES = /design/flow/design.v
export SDC_FILE = /design/flow/constraint.sdc
export NUM_CORES = 4
export LEC_CHECK = 1
export CORE_UTILIZATION = 40

===== constraint.sdc =====
current_design register_file

set clk_period 7.6
set clk_io_pct 0.2

create_clock -name clk0 -period $clk_period [get_ports {clk}]

set non_clock_inputs [all_inputs -no_clocks]
set_input_delay [expr $clk_period * $clk_io_pct] -clock clk0 $non_clock_inputs
set_output_delay [expr $clk_period * $clk_io_pct] -clock clk0 [all_outputs]

===== design.v =====
`timescale 1ns/1ps
module decoder(enable, encoded, decoded);
	parameter N = 1;
	input enable;
	input [(N-1):0] encoded;
	output [(2**N-1):0] decoded;
	genvar ii;
	generate for(ii = 0; ii < 2**N; ii = ii + 1) begin : DECODER_AND_GATES
		assign decoded[ii] = enable & &(encoded ~^ ii);
	end endgenerate
endmodule
module register(clk, rst, d, q, ena);
	parameter N = 32;
	input wire clk, rst, ena;
	input wire [N-1:0] d;
	output reg [N-1:0] q;
	always @(posedge clk) begin
		if(rst) begin
			q <= 0;
		end
		else if (ena) begin
			q <= d;
		end
		else begin
			q <= q;
		end
	end
endmodule
`default_nettype none
`timescale 1ns/1ps
module register_file(clk, rst, rd_addr1, rd_addr2, wr_addr, rd_data1, rd_data2, wr_data, wr_ena);
	parameter N = 32;
	input wire clk, rst;
	input wire [4:0] rd_addr1, rd_addr2, wr_addr;
	output reg [N-1:0] rd_data1, rd_data2;
	input wire [N-1:0] wr_data;
	input wire wr_ena;
	wire [31:0] reg_enas;
	decoder #(5) REGISTER_DECODER (.enable(wr_ena), .encoded(wr_addr), .decoded(reg_enas));
	wire signed [N-1:0] r00, r01, r02, r03, r04, r05, r06, r07, r08, r09, r10, r11, r12, r13, r14, r15, r16, r17, r18, r19, r20, r21, r22, r23, r24, r25, r26, r27, r28, r29, r30, r31;
	assign r00 = 0;  
	register #(.N(N)) R01 (.clk(clk), .d(wr_data), .q(r01), .rst(rst), .ena(reg_enas[01]));
	register #(.N(N)) R02 (.clk(clk), .d(wr_data), .q(r02), .rst(rst), .ena(reg_enas[02]));
	register #(.N(N)) R03 (.clk(clk), .d(wr_data), .q(r03), .rst(rst), .ena(reg_enas[03]));
	register #(.N(N)) R04 (.clk(clk), .d(wr_data), .q(r04), .rst(rst), .ena(reg_enas[04]));
	register #(.N(N)) R05 (.clk(clk), .d(wr_data), .q(r05), .rst(rst), .ena(reg_enas[05]));
	register #(.N(N)) R06 (.clk(clk), .d(wr_data), .q(r06), .rst(rst), .ena(reg_enas[06]));
	register #(.N(N)) R07 (.clk(clk), .d(wr_data), .q(r07), .rst(rst), .ena(reg_enas[07]));
	register #(.N(N)) R08 (.clk(clk), .d(wr_data), .q(r08), .rst(rst), .ena(reg_enas[08]));
	register #(.N(N)) R09 (.clk(clk), .d(wr_data), .q(r09), .rst(rst), .ena(reg_enas[09]));
	register #(.N(N)) R10 (.clk(clk), .d(wr_data), .q(r10), .rst(rst), .ena(reg_enas[10]));
	register #(.N(N)) R11 (.clk(clk), .d(wr_data), .q(r11), .rst(rst), .ena(reg_enas[11]));
	register #(.N(N)) R12 (.clk(clk), .d(wr_data), .q(r12), .rst(rst), .ena(reg_enas[12]));
	register #(.N(N)) R13 (.clk(clk), .d(wr_data), .q(r13), .rst(rst), .ena(reg_enas[13]));
	register #(.N(N)) R14 (.clk(clk), .d(wr_data), .q(r14), .rst(rst), .ena(reg_enas[14]));
	register #(.N(N)) R15 (.clk(clk), .d(wr_data), .q(r15), .rst(rst), .ena(reg_enas[15]));
	register #(.N(N)) R16 (.clk(clk), .d(wr_data), .q(r16), .rst(rst), .ena(reg_enas[16]));
	register #(.N(N)) R17 (.clk(clk), .d(wr_data), .q(r17), .rst(rst), .ena(reg_enas[17]));
	register #(.N(N)) R18 (.clk(clk), .d(wr_data), .q(r18), .rst(rst), .ena(reg_enas[18]));
	register #(.N(N)) R19 (.clk(clk), .d(wr_data), .q(r19), .rst(rst), .ena(reg_enas[19]));
	register #(.N(N)) R20 (.clk(clk), .d(wr_data), .q(r20), .rst(rst), .ena(reg_enas[20]));
	register #(.N(N)) R21 (.clk(clk), .d(wr_data), .q(r21), .rst(rst), .ena(reg_enas[21]));
	register #(.N(N)) R22 (.clk(clk), .d(wr_data), .q(r22), .rst(rst), .ena(reg_enas[22]));
	register #(.N(N)) R23 (.clk(clk), .d(wr_data), .q(r23), .rst(rst), .ena(reg_enas[23]));
	register #(.N(N)) R24 (.clk(clk), .d(wr_data), .q(r24), .rst(rst), .ena(reg_enas[24]));
	register #(.N(N)) R25 (.clk(clk), .d(wr_data), .q(r25), .rst(rst), .ena(reg_enas[25]));
	register #(.N(N)) R26 (.clk(clk), .d(wr_data), .q(r26), .rst(rst), .ena(reg_enas[26]));
	register #(.N(N)) R27 (.clk(clk), .d(wr_data), .q(r27), .rst(rst), .ena(reg_enas[27]));
	register #(.N(N)) R28 (.clk(clk), .d(wr_data), .q(r28), .rst(rst), .ena(reg_enas[28]));
	register #(.N(N)) R29 (.clk(clk), .d(wr_data), .q(r29), .rst(rst), .ena(reg_enas[29]));
	register #(.N(N)) R30 (.clk(clk), .d(wr_data), .q(r30), .rst(rst), .ena(reg_enas[30]));
	register #(.N(N)) R31 (.clk(clk), .d(wr_data), .q(r31), .rst(rst), .ena(reg_enas[31]));
	always @(*) begin
		case (rd_addr1) 
			5'd00 : rd_data1 = r00;
			5'd01 : rd_data1 = r01;
			5'd02 : rd_data1 = r02;
			5'd03 : rd_data1 = r03;
			5'd04 : rd_data1 = r04;
			5'd05 : rd_data1 = r05;
			5'd06 : rd_data1 = r06;
			5'd07 : rd_data1 = r07;
			5'd08 : rd_data1 = r08;
			5'd09 : rd_data1 = r09;
			5'd10 : rd_data1 = r10;
			5'd11 : rd_data1 = r11;
			5'd12 : rd_data1 = r12;
			5'd13 : rd_data1 = r13;
			5'd14 : rd_data1 = r14;
			5'd15 : rd_data1 = r15;
			5'd16 : rd_data1 = r16;
			5'd17 : rd_data1 = r17;
			5'd18 : rd_data1 = r18;
			5'd19 : rd_data1 = r19;
			5'd20 : rd_data1 = r20;
			5'd21 : rd_data1 = r21;
			5'd22 : rd_data1 = r22;
			5'd23 : rd_data1 = r23;
			5'd24 : rd_data1 = r24;
			5'd25 : rd_data1 = r25;
			5'd26 : rd_data1 = r26;
			5'd27 : rd_data1 = r27;
			5'd28 : rd_data1 = r28;
			5'd29 : rd_data1 = r29;
			5'd30 : rd_data1 = r30;
			5'd31 : rd_data1 = r31;
			default: rd_data1 = 0;
		endcase
		case (rd_addr2)
			5'd00 : rd_data2 = r00;
			5'd01 : rd_data2 = r01;
			5'd02 : rd_data2 = r02;
			5'd03 : rd_data2 = r03;
			5'd04 : rd_data2 = r04;
			5'd05 : rd_data2 = r05;
			5'd06 : rd_data2 = r06;
			5'd07 : rd_data2 = r07;
			5'd08 : rd_data2 = r08;
			5'd09 : rd_data2 = r09;
			5'd10 : rd_data2 = r10;
			5'd11 : rd_data2 = r11;
			5'd12 : rd_data2 = r12;
			5'd13 : rd_data2 = r13;
			5'd14 : rd_data2 = r14;
			5'd15 : rd_data2 = r15;
			5'd16 : rd_data2 = r16;
			5'd17 : rd_data2 = r17;
			5'd18 : rd_data2 = r18;
			5'd19 : rd_data2 = r19;
			5'd20 : rd_data2 = r20;
			5'd21 : rd_data2 = r21;
			5'd22 : rd_data2 = r22;
			5'd23 : rd_data2 = r23;
			5'd24 : rd_data2 = r24;
			5'd25 : rd_data2 = r25;
			5'd26 : rd_data2 = r26;
			5'd27 : rd_data2 = r27;
			5'd28 : rd_data2 = r28;
			5'd29 : rd_data2 = r29;
			5'd30 : rd_data2 = r30;
			5'd31 : rd_data2 = r31;
			default: rd_data2 = 0;
		endcase
	end
	task print_hex;
	begin
		$display("r00::   $zero::%h",r00);
		$display("r01::     $at::%h",r01);
		$display("r02::     $v0::%h",r02);
		$display("r03::     $v1::%h",r03);
		$display("r04::     $a0::%h",r04);
		$display("r05::     $a1::%h",r05);
		$display("r06::     $a2::%h",r06);
		$display("r07::     $a3::%h",r07);
		$display("r08::     $t0::%h",r08);
		$display("r09::     $t1::%h",r09);
		$display("r10::     $t2::%h",r10);
		$display("r11::     $t3::%h",r11);
		$display("r12::     $t4::%h",r12);
		$display("r13::     $t5::%h",r13);
		$display("r14::     $t6::%h",r14);
		$display("r15::     $t7::%h",r15);
		$display("r16::     $s0::%h",r16);
		$display("r17::     $s1::%h",r17);
		$display("r18::     $s2::%h",r18);
		$display("r19::     $s3::%h",r19);
		$display("r20::     $s4::%h",r20);
		$display("r21::     $s5::%h",r21);
		$display("r22::     $s6::%h",r22);
		$display("r23::     $s7::%h",r23);
		$display("r24::     $t8::%h",r24);
		$display("r25::     $t9::%h",r25);
		$display("r26::     $k0::%h",r26);
		$display("r27::     $k1::%h",r27);
		$display("r28::     $gp::%h",r28);
		$display("r29::     $sp::%h",r29);
		$display("r30::     $fp::%h",r30);
		$display("r31::     $ra::%h",r31);
	end
	endtask
	task print_decimal;
	begin
		$display("r00::   $zero::%d",r00);
		$display("r01::     $at::%d",r01);
		$display("r02::     $v0::%d",r02);
		$display("r03::     $v1::%d",r03);
		$display("r04::     $a0::%d",r04);
		$display("r05::     $a1::%d",r05);
		$display("r06::     $a2::%d",r06);
		$display("r07::     $a3::%d",r07);
		$display("r08::     $t0::%d",r08);
		$display("r09::     $t1::%d",r09);
		$display("r10::     $t2::%d",r10);
		$display("r11::     $t3::%d",r11);
		$display("r12::     $t4::%d",r12);
		$display("r13::     $t5::%d",r13);
		$display("r14::     $t6::%d",r14);
		$display("r15::     $t7::%d",r15);
		$display("r16::     $s0::%d",r16);
		$display("r17::     $s1::%d",r17);
		$display("r18::     $s2::%d",r18);
		$display("r19::     $s3::%d",r19);
		$display("r20::     $s4::%d",r20);
		$display("r21::     $s5::%d",r21);
		$display("r22::     $s6::%d",r22);
		$display("r23::     $s7::%d",r23);
		$display("r24::     $t8::%d",r24);
		$display("r25::     $t9::%d",r25);
		$display("r26::     $k0::%d",r26);
		$display("r27::     $k1::%d",r27);
		$display("r28::     $gp::%d",r28);
		$display("r29::     $sp::%d",r29);
		$display("r30::     $fp::%d",r30);
		$display("r31::     $ra::%d",r31);
	end
	endtask
endmodule
`default_nettype wire

===== run.sh =====
#!/bin/bash
# OpenROAD 26Q1-2900-gdf79404cd8, Yosys 0.63+post, stock flow scripts
make -C /OpenROAD-flow-scripts/flow DESIGN_CONFIG=/design/flow/config.mk WORK_HOME=/design/flow/orfs finish

==> impl_metrics.ini <==
; synthesis and place-and-route metrics
[die]
core-area_um2 = 120000
die_h_um = 349
die_x_um = 349
initCoreUtil = 0.403
chipArea_um2 = 122000
num_rows = 127
num_io_pins = 114

[drt]
routed_wl_mm = 311
drtPass1Iterations = 8
wl_per_cell_um = 38.2
via_count = 55800
viasPerCell = 6.86
drc_errors = 0
drt_iter0_drc = 8060
ant_nets = 0

[pwr]
power.share.clock = 0.490
cellLeakagePower_nw = 18.4
internal-power_mw = 8.88
p_sw_mw = 3.22
swShare = 0.266
combPwrFrac = 0.074
sequentialPowerShare = 0.436
ir_drop_uv = 227
cellPowerDensity_nw_per_um2 = 217

[logic_synthesis]
syn-instance-count = 6557
ys_cells = 6557
top_cell_area_share = 0.411
top_area_cell = dfxtp_1
yosysChipArea_um2 = 48300
synthFlopType = dfxtp_1
enable_flop_cells = 0
ys.flops = 992
syn_avg_cell_area_um2 = 7.36
synth_warnings = 2
synth_seq_share = 0.411
synth_area_um2 = 48300
synth.area.top_cells = dfxtp_1 (41%), nand2_1 (16%), a21oi_1 (10%)
async_flop_share = 0
synth.distinct_cells = 64

[clock_tree]
cts_max_path_buffers = 3
cts_resized = 0
cts_sinks = 992
ctsRootBufferMaster = clkbuf_16
h-tree-depth = 3
post-cts-setup-buffer-count = 0
tritoncts = done
clkLatencyLatePin_ns = 0.77
cts_hold_buf = 0
cts.clk_slew.worst_paths_ns = 0.06
cts_buffers = 112

[critical_path]
critPathKind = primary input to primary output
rr_startpoint = R12.q[9]
crit_path_end_kind = primary output
worst_ep_required_time_ns = 6.08
startpoint_type = primary input
startpoint = rd_addr2[4]
arrival_ns = 5.35
critPathMaxFanout = 28

[global_route]
grt_pass1_wl_mm = 420
grt_max_degree = 154
overflow = 0
grt_pass1_vias = 52100
track_usage = 0.517
antenna_found_initial = 26

[min_path]
holdCritPathClass = flop to flop
hp-start = R11.q[9]

[sta]
tns_ns = 0
skew_ns = 0
timing.fmax_mhz = 146
maxSlewViolCount = 0
final_hold_viol_count = 0
maxSlewHeadroom = 0.192
setup_viol = 0
min_period_ns = 6.87
hold_ws_ns = 0.467
rsz0062_at_grt = false
tightest_slew_ns = 1.21
finalCritPeriodShare = 0.904

[finish]
drive_gt1_frac = 0.105
utilization = 0.466
area_growth_syn_to_layout_pct = 15.5

[placement]
dp_hpwl_mm = 190
portBuffers = 113
routabilityCongestion = 1.07

[outcome]
outcome = finished, final reports clean

[flow_run]
maxCapViolCount = 0
tool_warnings = 41
## cells in the final DEF, fill, tap and decap left out, types with 12 or more instances in the layout
master | synthesis | final
a2111oi_0 | 46 | 46
a21oi_1 | 1011 | 1011
a221oi_1 | 22 | 22
a222oi_1 | 20 | 20
a22o_1 | 95 | 95
a22oi_1 | 520 | 520
a32oi_1 | 42 | 42
and3_1 | 143 | 143
and4_1 | 19 | 19
buf_12 | 0 | 16
buf_4 | 9 | 275
bufinv_16 | 0 | 12
clkbuf_1 | 571 | 19
clkbuf_16 | 0 | 115
clkbuf_8 | 0 | 32
clkdlybuf4s50_1 | 0 | 105
clkinv_2 | 0 | 17
dfxtp_1 | 992 | 992
diode_2 | 0 | 23
mux2_2 | 50 | 50
mux2i_1 | 63 | 63
nand2_1 | 2110 | 2090
nand2_2 | 0 | 20
nand2b_1 | 14 | 13
nand3_1 | 183 | 176
nand3b_1 | 14 | 14
nand4_1 | 131 | 131
nor2_1 | 97 | 50
nor2_4 | 0 | 43
nor2b_1 | 18 | 12
nor3_2 | 1 | 16
nor3b_1 | 25 | 20
o211ai_1 | 19 | 19
o21ai_0 | 53 | 53
or4_1 | 46 | 46
## metal layers
| metal | global-route usage | wire, um | vias up |
|---|---|---|---|
| li1 | - | - | 22800 |
| met2 | 0.678 | 121000 | 4892 |
| met5 | 0.0228 | 592 | - |
| met1 | 0.639 | 108000 | 26300 |
| met3 | 0.270 | 49900 | 1680 |
| met4 | 0.397 | 31000 | 44 |
## worst max-delay path, stage by stage
cell	delay [ns]
clkdlybuf4s50_1	0.83
buf_12	0.28
nand3_1	0.17
nor2_4	0.70
buf_4	0.56
a22oi_1	0.16
o211ai_1	0.14
or4_1	0.41
clkdlybuf4s50_1	0.54
## Yosys cell counts (all sizes together), types with 2 or more instances
cell     instances
nor4bb           3
o2bb2ai         11
mux2            56
a22oi          520
a22o            95
mux2i           63
a221oi          22
or4             46
nor3            23
nor4             5
o2111ai          6
nor2            97
a31oi            8
nand3          183
nand4b           3
a2bb2oi          2
nand4          131
nand2b          14
o22ai            7
a211oi           2
a2111oi         56
and4            19
and2            24
a21oi         1011
or2              5
nor3b           26
o211ai          19
a222oi          20
or3b             3
or3              6
nand3b          14
nand2         2110
a32oi           42
and3b            5
o21ai           56
buf             94
inv              4
clkbuf         571
nor4b            3
and3           143
nor2b           18
a32o             5
mux4             5
dfxtp          992
## cell type report
| type | instances | area [um2] |
|---|---|---|
| Antenna cell | 23 | 57.6 |
| Clock buffer | 166 | 3390 |
| Clock inverter | 40 | 574 |
| Fill cell | 11800 | 64000 |
| Inverter | 4 | 15.0 |
| Multi-Input combinational cell | 4896 | 26400 |
| Sequential cell | 992 | 19900 |
| Tap cell | 1612 | 2020 |
| Timing Repair Buffer | 397 | 3450 |
## final timing paths
| path | endpoint | slack [ns] | cells after the start |
|---|---|---|---|
| max | rd_data2[21] | 0.73 | 9 |
| min | R11.q[9] | 0.47 | 2 |
| max reg2reg | R12.q[9] | 6.73 | 2 |
| min reg2reg | R11.q[9] | 0.47 | 2 |
## through the flow
step	setup WS [ns]	std cells	power, mW	cell area, um2
2_1_floorplan	2.84	6557	5.76	48300
3_3_place_gp	0.946	7901	6.21	51800
3_5_place_dp	0.977	7901	6.21	51800
4_1_cts	0.958	8107	12.0	55700
5_1_grt	0.731	8110	12.3	55700
6_report	0.731	8130	12.1	55800
## power groups by stage
stage     clock (mW)  combinational, mW  sequential (mW)
4_1_cts         5.92              0.823             5.28
5_1_grt         6.11              0.870             5.28
6_report        5.94              0.893             5.28
## cell families after synthesis
group / Yosys count / synth area share
and+or+nand+nor: 2882 / 0.258
AOI/OAI and AO/OA: 1890 / 0.247
DFF: 992 / 0.411
buffers and inverters: 669 / 0.0548
muxes: 124 / 0.0287
No activity file was given, so power comes from the tool's default toggle rates.
